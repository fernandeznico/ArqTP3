**design/flow/design.v**
```verilog
module Prog_Mem
  #(
      parameter addr_bus = 11 ,
                data_size = 16
  )
  (
     input wire Reset ,
     input wire [addr_bus-1 : 0] Addr ,
     output wire [data_size-1 : 0] Data
  );
localparam [4:0]
  HLT  = 5'b00000 ,
  STO  = 5'b00001 ,
  LD_  = 5'b00010 ,
  LDI  = 5'b00011 ,
  ADD  = 5'b00100 ,
  ADDI = 5'b00101 ,
  SUB  = 5'b00110 ,
  SUBI = 5'b00111;
reg [data_size-1 : 0] mem_reg[2**addr_bus-1 : 0];
initial mem_reg[0] = ( ( LDI  << (data_size - 5) ) + 16  );
initial mem_reg[1] = ( ( STO  << (data_size - 5) ) + 1   );
initial mem_reg[2] = ( ( LD_  << (data_size - 5) ) + 1   );
initial mem_reg[3] = ( ( ADDI << (data_size - 5) ) + 255 );
initial mem_reg[4] = ( ( STO  << (data_size - 5) ) + 2   );
initial mem_reg[5] = ( ( LD_  << (data_size - 5) ) + 16  );
initial mem_reg[6] = ( ( HLT  << (data_size - 5) ) + 0   );
integer pos;
initial
begin
  for( pos = 7 ; pos < ( (2**addr_bus) - 1 ) ; pos = pos + 1 )
  begin
    mem_reg[pos] = 0;
  end
end
assign Data = mem_reg[Addr];
endmodule
```
**design/flow/run.sh**
```bash
#!/bin/bash
# OpenROAD 26Q1-2900-gdf79404cd8, Yosys 0.63+post, stock flow scripts
make -C /OpenROAD-flow-scripts/flow DESIGN_CONFIG=/design/flow/config.mk WORK_HOME=/design/flow/orfs finish
```
**design/flow/config.mk**
```make
export PLATFORM = sky130hd
export DESIGN_NAME = Prog_Mem
export DESIGN_NICKNAME = Prog_Mem
export VERILOG_FILES = /design/flow/design.v
export SDC_FILE = /design/flow/constraint.sdc
export NUM_CORES = 4
export LEC_CHECK = 1
export CORE_AREA = 10 10 70 70
export DIE_AREA = 0 0 80 80
export SYNTH_MEMORY_MAX_BITS = 65536
```
**design/flow/constraint.sdc**
```tcl
current_design Prog_Mem

set clk_period 1.9
set clk_io_pct 0.2

create_clock -name clk0 -period $clk_period

set non_clock_inputs [all_inputs -no_clocks]
set_input_delay [expr $clk_period * $clk_io_pct] -clock clk0 $non_clock_inputs
set_output_delay [expr $clk_period * $clk_io_pct] -clock clk0 [all_outputs]
```
==> qor.yml <==
synthesis:
  ys_cells: 32
  synth_cells: 32
  synth.yosys.seq_area_share_pct: 0
  top_cells_by_count: "buf_4 (10), ha_1 (4), inv_1 (4)"
  avgSynthCellArea_um2: 7.546
  ys_sh_adder_pct: 20.73
  yosysWarnings: 1
  synth.distinct_cells: 14
  synthXorXnorAreaFrac_pct: 0
  mux_share_pct: 4.145
  compound_area_share_pct: 14.51
  top_cell: "buf_4"
  top_logic_kind: "buffers and inverters"
  yosysTopAreaCell: "buf_4"
  syn_area_um2: 241.5
  synth.top_cell.area_share_pct: 31.09
  simple_gate_share_pct: 18.65
  top_cells_by_area: "buf_4 (31%), ha_1 (21%), a2111oi_1 (8.3%)"
  ys_area_um2: 241.5
global_routing:
  grt_pass1_wl_mm: 1.656
  antenna_found_initial: 0
  overflow: 0
  grt_use_total_pct: 3.048
  grt_pass1_vias: 348
  grt_start_max_net_pins: 5
run:
  max-cap-violations: 0
  warning_count: 38
detailed_routing:
  drc: 0
  wl_met3_um: 113
  met1_length_um: 425
  wl_mm: 1.099
  highest_layer: "met3"
  drt_pre_antenna_iters: 2
  route.met2.wl_um: 560
  wl_per_cell_um: 9.991
  antenna_cells: 0
  drtIter0Drc: 1
  num_vias: 326
  postRouteAntennaNets: 0
  routed_via_density: 2.964
floorplanning:
  fp-row-count: 21
  fp.dieW_um: 80
  chipArea_um2: 6400
  ios: 28
  coreArea_um2: 3416
  die_h_um: 80
  fp_util_pct: 7.070
final_timing:
  finalCriticalPeriod_ps: 2056
  setup_ws_ps: -155.9
  maxSlewViolCount: 0
  grt_setup_unrepaired: "yes"
  finalSetupViolations: 11
  fmax_ghz: 0.4864
  hold_viol: 0
  period_used_pct: 108.2
worst_setup_path:
  startpoint_type: "primary input"
  critPathBufInv: 4
  cp.required_ps: 1520
  worstPathCellList: "buf_6 -> or4_4 -> buf_6 -> nor4_4 -> buf_4 -> buf_6"
  slowest_delay_ps: 560
  startpoint: "Addr[9]"
  cp_top_family: "simple AND/OR/NAND/NOR gates"
  endpoint_kind: "output port"
  crit_fanout: 4
  crit_top_cell: "buf_6"
  crit_arrival_ps: 1680
  slowest_stage: "or4_4"
  critical_path_class: "in2out"
final_layout:
  flop_area_um2: 0
  fin_util_pct: 19.71
  drive_gt1_share_pct: 73.44
  seq_cells: 0
  nClkBuffers: 0
  fillers: 378
  area_growth_pct: 178.8
power:
  ir_worst_vdd_mv: 0.02330
  leakage_nw: 0.3101
  power_density_nw_per_um2: 107.8
  fin_total_pwr_mw: 0.07258
min_path:
  hold_start: "Addr[5]"
  hold_path.class: "in2out"
clock_network:
  cts_hold_buf: 0
placement:
  hpwl_um: 853.6
  port_buffers: 22
  gp_congestion: 0.7334
status:
  violations: "setup timing"
  status: "finished, violations left"
[cells by family (layout without fill, tap and decap cells)]
logic type / count (synthesis) / after routing
AOI/OAI and AO/OA: 3 / 3
adders and majority gates: 4 / 4
buffers and inverters: 16 / 44
muxes: 1 / 1
other: 1 / 5
and+or+nand+nor: 7 / 7
[tightest hold or removal path, stage by stage]
cell and delay, ps:
buf_6 60, or4_4 120, buf_4 110, a2111oi_4 40, buf_2 100
[layout by cell type (no fill, tap or decap), drive strengths merged]
| master | netlist | final |
|---|---|---|
| a2111oi | 3 | 3 |
| and2 | 1 | 1 |
| buf | 11 | 34 |
| clkbuf | 1 | 2 |
| clkdlybuf4s15 | 0 | 1 |
| conb | 1 | 5 |
| dlygate4sd2 | 0 | 2 |
| dlymetal6s2s | 0 | 1 |
| ha | 4 | 4 |
| inv | 4 | 4 |
| mux2i | 1 | 1 |
| nor2b | 1 | 1 |
| nor3 | 1 | 1 |
| nor4 | 2 | 2 |
| or4 | 2 | 2 |
[repair_timing]
action,CTS,global route
buffers inserted,7,1
endpoints found under the hold margin,0,0
gates cloned,0,0
pin swaps,6,3
endpoints found under the setup margin,11,11
gates resized,75,13
[stage by stage]
stage                     hold slack (ps)  setup slack (ps)  cell area [µm²]  std cells  TNS, ps
after CTS                            1206            -212.4            618.1        109    -1958
after floorplan                     775.0             7.811            271.5         36        0
after global placement               1827             -1052            549.3        103   -10050
final                                1196            -155.9            673.1        110    -1399
after detailed placement             1835            -998.1            549.3        103   -10190
after global routing                 1218            -227.4            673.1        110    -2060
[power by group]
| group | switching [mW] | internal [mW] |
|---|---|---|
| clock | 0 | 0 |
| combinational | 0.0323 | 0.0403 |
| sequential | 0 | 0 |
| total | 0.0323 | 0.0403 |
[per-layer routing]
metal | up-vias | track usage (%)
met2 | 17 | 5.618
li1 | 159 | -
met3 | 0 | 1.136
met4 | 0 | 0
met1 | 150 | 3.428
met5 | - | 0
[layout make-up]
class / count / area (µm²) / share of cell area [%]
well taps: 46 / 57.56 / 8.550
inverters: 4 / 15.01 / 2.230
repair buffers: 40 / 345.3 / 51.30
multi-input cells: 20 / 255.2 / 37.92
[final timing paths]
| path | end | slack (ps) | depth (start not counted) |
|---|---|---|---|
| max | Data[13] | -160 | 6 |
| min | Data[4] | 1200 | 5 |
Power and IR drop assume default switching activity.
