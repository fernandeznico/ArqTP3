$ cat /design/flow/config.mk
export PLATFORM = sky130hd
export DESIGN_NAME = Selector3
export DESIGN_NICKNAME = Selector3
export VERILOG_FILES = /design/flow/design.v
export SDC_FILE = /design/flow/constraint.sdc
export NUM_CORES = 4
export LEC_CHECK = 1
export CORE_AREA = 10 10 70 70
export DIE_AREA = 0 0 80 80
$ cat /design/flow/run.sh
#!/bin/bash
# OpenROAD 26Q1-2900-gdf79404cd8, Yosys 0.63+post, stock flow scripts
make -C /OpenROAD-flow-scripts/flow DESIGN_CONFIG=/design/flow/config.mk WORK_HOME=/design/flow/orfs finish
$ cat /design/flow/constraint.sdc
current_design Selector3

set clk_period 1.7
set clk_io_pct 0.2

create_clock -name clk0 -period $clk_period

set non_clock_inputs [all_inputs -no_clocks]
set_input_delay [expr $clk_period * $clk_io_pct] -clock clk0 $non_clock_inputs
set_output_delay [expr $clk_period * $clk_io_pct] -clock clk0 [all_outputs]
$ cat /design/flow/design.v
module Selector3
  #(
      parameter bits = 16
  )
  (
      input wire [1:0] Sel ,
      input wire [bits-1 : 0] Input0 ,
      input wire [bits-1 : 0] Input1 ,
      input wire [bits-1 : 0] Input2 ,
      output wire [bits-1 : 0] Output
  );
assign Output = (Sel == 2'b00)? Input0 : 
                (Sel == 2'b01)? Input1 : 
                (Sel == 2'b10)? Input2 : 
                      0;
endmodule
==> flow_summary.yaml <==
# implementation run metrics
floorplanning:
  die_height_um: 80
  die_w_um: 80
  chipArea_mm2: 0.00640
  rows: 21
  fp-utilization_pct: 11.2
  pin_count: 66
  core-area_mm2: 0.00342
critical_path:
  path_depth: 7
  worstSetupStartpointType: "input pin"
  crit_fanout: 3
  crit_chain: "dlygate4sd2_1 > nor2b_4 > buf_6 > buf_4 > buf_4 > o2bb2ai_1 > buf_2"
  path_buffers: 5
  worstPathRequired_ns: 1.36
  crit_slowest_cell: "dlygate4sd2_1"
  startpoint: "Sel[1]"
  setup.worst_path.class: "in -> out"
  worstSetupEndpoint: "Output[3]"
  slowest_delay_ns: 0.24
  worstSetupEndpointType: "output port"
  cpMostUsedCell: "buf_4"
  cp_top_family: "buffers and inverters"
  arrival_ns: 1.32
grt:
  grt_antenna_before_repair: 1
  overflow: 0
  grt_start_max_net_pins: 17
  grt_pass1_wl_mm: 3.41
  grt_pass1_vias: 650
  grt_usage_pct: 6.51
route:
  wl_met3_um: 301
  drc: 0
  top_layer: "met3"
  first_pass_iters: 2
  route.met2.wl_um: 927
  wirelength_met1_mm: 1.03
  routed_wl_mm: 2.26
  ant_nets: 0
  dr.first_iter.drc_count: 6
  routedWlPerCell_um: 14.1
  routed-via-count: 605
  via_per_inst: 3.78
logic_synthesis:
  yosysWarnings: 0
  synth_cell_types: 6
  avgSynthCellArea_um2: 9.79
  synth.cell_area_um2: 382
  synthCells: 39
  synth_seq_share_pct: 0
  yosys_cells: 39
  ys_chip_area_um2: 382
finish:
  final_cells: 160
  final_util_pct: 32.6
  area_growth_pct: 192
  drive_gt1_share_pct: 22.1
  ff_latch_area_um2: 0
  nClkBuffers: 0
  flop-count: 0
power:
  seqPwrFrac_pct: 0
  p_total_w: 0.000248
  power_frac_comb_pct: 100.0
  p_int_w: 0.000181
  clkPwrFrac_pct: 0
  p_sw_w: 0.0000662
  switching_share_pct: 26.7
  p_leak_nw: 0.487
  ir_drop_mv: 0.0864
  p_per_area_mw_per_mm2: 222
sta:
  fmax_mhz: 603
  slew_viol_final: 0
  min_period_over_period_pct: 97.5
  maxSlewHeadroom_pct: 87.0
  rsz0062_at_grt: "false"
  hold_viol: 0
  holdWs_ns: 1.26
  min_period_ns: 1.66
  worstMarginPinSlew_ns: 0.190
  setup_viol_count_final: 0
flow_run:
  cap_violations: 0
  warnings: 32
placement:
  dp_hpwl_mm: 2.01
  gp_congestion: 0.816
  portBuffers: 66
  dp_cells: 151
clock_network:
  ctsHoldBuffers: 0
run_status:
  outcome: "completed"
min_path:
  min_path_type: "in -> out"
==> synth_stat cells <==
master | instances | area [um^2]
buf_6 | 3 | 33.8
nor2b_4 | 1 | 13.8
buf_8 | 2 | 30.0
clkbuf_1 | 1 | 3.75
mux2i_1 | 16 | 160
o2bb2ai_1 | 16 | 140
==> what timing repair did <==
item / in CTS / in global routing
buffers inserted: 8 / 0
pin swaps: 0 / 0
gates resized: 39 / 6
endpoints found under the setup margin: 16 / 13
==> cell families (layout without fill, tap and decap cells) <==
kind of cell	after synthesis	count (layout)	synth area share (%)
AOI/OAI and AO/OA	16	16	36.7
muxes	16	16	42.0
buffers and inverters	6	80	17.7
other	0	1	0
and+or+nand+nor	1	1	3.61
==> per-layer routing <==
metal  track usage [%]  up-vias
met3              3.30        0
met2              9.79       41
met4                 0        0
met1              8.64      252
met5                 0        -
li1                  -      312
==> worst min path at each step <==
stage             to  depth (start not counted)  slack (ns)  startpoint
4_1_cts   Output[14]                          3        1.31  Input2[14]
5_1_grt    Output[2]                          5        1.32      Sel[0]
6_report   Output[9]                          5        1.26      Sel[0]
==> per-stage QoR <==
stage,TNS (ns),setup WS (ns),instance area [um^2]
2_1_floorplan,0,0.466,382
3_3_place_gp,-7.36,-0.482,1080
3_5_place_dp,-7.60,-0.500,1080
4_1_cts,0,0.0000662,1130
5_1_grt,0,0.00389,1110
6_report,0,0.0417,1110
==> cells in the final DEF (no fill, tap or decap) <==
master,netlist,final
o2bb2ai_1,16,15
dlygate4sd2_1,0,8
buf_4,0,8
clkdlybuf4s15_1,0,1
clkbuf_2,0,3
buf_6,3,6
o2bb2ai_2,0,1
diode_2,0,1
mux2i_1,16,16
nor2b_4,1,1
clkdlybuf4s50_1,0,48
buf_2,0,6
==> layout make-up <==
class / instances / area (um^2)
fill: 360 / 2300
antenna: 1 / 2.50
timing repair buffer: 80 / 733
tap: 46 / 57.6
multi-input combinational: 33 / 320
==> power groups by stage <==
| stage | sequential [W] | combinational, W | clock [W] |
|---|---|---|---|
| after CTS | 0 | 0.000255 | 0 |
| final | 0 | 0.000248 | 0.0000000000786 |
| after global routing | 0 | 0.000271 | 0.0000000000786 |
No activity file was given, so power comes from the tool's default toggle rates.
