==> ./config.mk <==
export PLATFORM = sky130hd
export DESIGN_NAME = Alu
export DESIGN_NICKNAME = Alu
export VERILOG_FILES = /design/flow/design.v
export SDC_FILE = /design/flow/constraint.sdc
export NUM_CORES = 4
export LEC_CHECK = 1
export CORE_AREA = 10 10 84 84
export DIE_AREA = 0 0 94 94
==> ./design.v <==
module Alu
  #(
      parameter bits = 16
  )
  (
      input wire [bits-1 : 0] A , B , O ,
      output wire [bits-1 : 0] R
  );
assign R = (O)? A - B : A + B;
endmodule
==> ./run.sh <==
#!/bin/bash
# OpenROAD 26Q1-2900-gdf79404cd8, Yosys 0.63+post, stock flow scripts
make -C /OpenROAD-flow-scripts/flow DESIGN_CONFIG=/design/flow/config.mk WORK_HOME=/design/flow/orfs finish
==> ./constraint.sdc <==
current_design Alu

set clk_period 21.5
set clk_io_pct 0.2

create_clock -name clk0 -period $clk_period

set non_clock_inputs [all_inputs -no_clocks]
set_input_delay [expr $clk_period * $clk_io_pct] -clock clk0 $non_clock_inputs
set_output_delay [expr $clk_period * $clk_io_pct] -clock clk0 [all_outputs]
==> out/qor.csv <==
metric,value,unit
pwr-share-clk,0,%
comb_area,1070,um2
yosysWarningCount,0,
gp_congestion,0.866,
ys_area,1110,um2
n_fill_cell,558,
dpl_worst_slack,9.23,ns
p_leak,0.732,nW
hold_depth,5,
seqPwrFrac,0,%
antenna_cells,0,
worst_pin_slew,0.584,ns
p_switching,0.0000177,W
drt-pass1-iter-count,4,
placed_area,1840,um2
drt_first_iter_violations,48,
grt_pass1_wl,5.92,mm
area_leaders,"ha_1, xnor2_1, a21oi_1",
p_sw_share,38.1,%
yosys_cells,153,
crit_buf_inv,2,
final_common_cell,clkdlybuf4s50_1,
ys_seq_share,0,%
max_stage_delay,0.52,ns
grt_usage,8.06,%
num_rows,26,
grt_remaining_overflow,0,
n_clock_buffer,0,
drtAntennaViolNets,0,
nFlopsAndLatches,0,
syn_to_final_growth,64.6,%
fp.dieW,94,um
drv_cap,0,
crit_path_frequent_cell,clkdlybuf4s50_1,
path_cells,"clkdlybuf4s50_1, nor4_1, nand4_1, nor2_1, xnor2_1, ha_1, nand2_1, o21ai_1, a21boi_0, o41ai_1, xor2_1, clkdlybuf4s50_1",
netlist_area,1110,um2
synth_cell_types,37,
path_delay_family,simple AND/OR/NAND/NOR gates,
synth_cells,153,
die_area,8840,um2
period_used_share,57.0,%
setup_viol,0,
worstPathMaxFanout,14,
drt_wl_total,3.72,mm
worstPathArrival,7.95,ns
fin_tns_setup,0,ns
setup_slack,9.25,ns
fin_util,35.3,%
yosys.area.top_type,ha_1,
io_pins,64,
drive_above_1_share,3.26,%
internal_power,0.0000288,W
worstHoldStart,A[0],
finalHoldViolCount,0,
die_height,94,um
crit_type,primary input to primary output,
fmax,81.7,MHz
endpoint_kind,primary output,
hpwlAfterDp,3.42,mm
lay_top_cells,"clkdlybuf4s50_1, a21oi_1, xnor2_1",
avgSynthCellArea,7.29,um2
ir_drop,0.00710,mV
cp_slowest_cell,nand4_1,
rsz0062_at_grt,false,
start_kind,primary input,
tool_warnings,32,
postCtsHoldBufs,0,
fin_crit,12.25,ns
viasPerCell,4.53,
hold_end,R[0],
grt_pass1_vias,1316,
critPathRequiredTime,17.20,ns
port-buffer-count,64,
power_density,25.4,nW/um2
min_path_type,primary input to primary output,
vias,1292,
max-slew-margin-rel,60.9,%
post_cts_resized,0,
maxSlewViolCount,0,
antenna_found_initial,0,
flop_area,0,um2
wl_per_cell,13.1,um
cts_setup_buffers,0,
fp_util,21.4,%
whs,9.60,ns
power_frac_comb,100.0,%
top_area_share,18.0,%
design_area,1840,um2
grt_max_degree,15,
coreArea,5200,um2
remaining_drc_errors,0,
outcome,finished clean,
through the flow:
step | cells | total power (W)
final | 285 | 0.0000465
after global routing | 285 | 0.0000513
after CTS | 285 | 0.0000474
after detailed placement | 285 | 0.0000473
after global placement | 285 | 0.0000471
after floorplan | 153 | 0.0000195
kinds of logic after synthesis:
group	after synthesis	synth area share, %
xor+xnor	28	22.7
compound gates	50	29.2
simple gates	44	23.1
fa+ha+maj	17	19.8
mux	1	0.898
buf+inv	13	4.38
worst max-delay path by stage:
stage / from / end / slack, ns / depth (start not counted)
6_report: O[1] / R[13] / 9.25 / 12
4_1_cts: O[1] / R[10] / 9.22 / 12
5_1_grt: O[1] / R[15] / 8.90 / 13
tightest hold or removal path, stage by stage:
cell and delay, ns:
clkdlybuf4s50_1 0.39, inv_1 0.05, ha_1 0.12, inv_1 0.04, clkdlybuf4s50_1 0.40
power groups by stage:
stage / registers, W / logic (W) / clock network [W]
4_1_cts: 0 / 0.0000474 / 0
5_1_grt: 0 / 0.0000513 / 0
6_report: 0 / 0.0000465 / 0
final cells by class:
cell class / count / share of cell area, %
timing repair buffer: 64 / 34.9
tap: 70 / 4.77
multi-input combinational: 140 / 58.1
inverter: 11 / 2.25
routing by layer:
layer	track usage (%)	share of wire, %	vias up
met5	0	0	-
li1	-	-	696
met3	2.91	8.7	2
met1	10.1	44	552
met4	0.380	0.51	0
met2	13.5	47	42
synthesized netlist by cell type (4+ instances only):
cell type / number
a21oi_1: 18
a31oi_1: 4
xor2_1: 9
and2_1: 4
o21ai_0: 8
nor4_1: 4
nand2_1: 9
nor2_1: 10
a21o_1: 5
xnor2_1: 18
ha_1: 16
inv_1: 11
Power and IR drop assume default switching activity.
